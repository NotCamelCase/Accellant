--- flow/constraint.sdc ---
current_design io_interconnect

set clk_period 4.8
set clk_io_pct 0.2

create_clock -name clk0 -period $clk_period [get_ports {clk}]

set non_clock_inputs [all_inputs -no_clocks]
set_input_delay [expr $clk_period * $clk_io_pct] -clock clk0 $non_clock_inputs
set_output_delay [expr $clk_period * $clk_io_pct] -clock clk0 [all_outputs]
--- flow/config.mk ---
export PLATFORM = sky130hd
export DESIGN_NAME = io_interconnect
export DESIGN_NICKNAME = io_interconnect
export VERILOG_FILES = /design/flow/design.v
export SDC_FILE = /design/flow/constraint.sdc
export NUM_CORES = 4
export LEC_CHECK = 1
export CORE_AREA = 10 10 100 100
export DIE_AREA = 0 0 110 110
--- flow/design.v ---
package defines;
localparam  XLEN                    = 32;
localparam  FLEN                    = 32;
localparam  NUM_REGS                = XLEN;
localparam  REG_WIDTH               = $clog2(NUM_REGS);
localparam  NUM_EXE_PIPES           = 4;  
localparam  NUM_IO_CORES            = 4;  
localparam  EXE_PIPE_ID_ALU         = 0;
localparam  EXE_PIPE_ID_LSU         = 1;
localparam  EXE_PIPE_ID_MUL         = 2;
localparam  EXE_PIPE_ID_DIV         = 3;
localparam  ICACHE_NUM_WAYS         = 4;
localparam  ICACHE_NUM_SETS         = 64;
localparam  ICACHE_CL_SIZE          = 64;  
localparam  ICACHE_NUM_BLOCK_BITS   = $clog2(ICACHE_CL_SIZE);
localparam  ICACHE_NUM_SET_BITS     = $clog2(ICACHE_NUM_SETS);
localparam  ICACHE_NUM_TAG_BITS     = 32 - (ICACHE_NUM_BLOCK_BITS + ICACHE_NUM_SET_BITS);
localparam  ICACHE_NUM_WAY_BITS     = $clog2(ICACHE_NUM_WAYS);
localparam  DCACHE_NUM_WAYS         = 4;
localparam  DCACHE_NUM_SETS         = 128;
localparam  DCACHE_CL_SIZE          = 64;  
localparam  DCACHE_NUM_BLOCK_BITS   = $clog2(DCACHE_CL_SIZE);
localparam  DCACHE_NUM_SET_BITS     = $clog2(DCACHE_NUM_SETS);
localparam  DCACHE_NUM_TAG_BITS     = 32 - (DCACHE_NUM_BLOCK_BITS + DCACHE_NUM_SET_BITS);
localparam  DCACHE_NUM_WAY_BITS     = $clog2(DCACHE_NUM_WAYS);
typedef struct packed {
    logic[ICACHE_NUM_TAG_BITS-1:0]      tag_idx;
    logic[ICACHE_NUM_SET_BITS-1:0]      set_idx;
    logic[ICACHE_NUM_BLOCK_BITS-1:0]    block_idx;
} ifu_address_t;
typedef struct packed {
    logic[DCACHE_NUM_TAG_BITS-1:0]      tag_idx;
    logic[DCACHE_NUM_SET_BITS-1:0]      set_idx;
    logic[DCACHE_NUM_BLOCK_BITS-1:0]    block_idx;
} lsu_address_t;
typedef logic[ICACHE_NUM_TAG_BITS-1:0]  icache_tag_t;
typedef logic[DCACHE_NUM_TAG_BITS-1:0]  dcache_tag_t;
typedef enum logic[NUM_EXE_PIPES-1:0] {
    EXE_PIPE_INVALID    = 0,
    EXE_PIPE_ALU        = 1 << EXE_PIPE_ID_ALU,
    EXE_PIPE_LSU        = 1 << EXE_PIPE_ID_LSU,
    EXE_PIPE_MUL        = 1 << EXE_PIPE_ID_MUL,
    EXE_PIPE_DIV        = 1 << EXE_PIPE_ID_DIV
} exe_pipe_e;
typedef enum logic[6:0] {
    INSTR_OPCODE_ALU_MUL_DIV_R  = 7'b0110011,    
    INSTR_OPCODE_ALU_BRANCH     = 7'b1100011,    
    INSTR_OPCODE_ALU_I          = 7'b0010011,    
    INSTR_OPCODE_ALU_JALR       = 7'b1100111,    
    INSTR_OPCODE_ALU_JAL        = 7'b1101111,    
    INSTR_OPCODE_ALU_LUI        = 7'b0110111,    
    INSTR_OPCODE_ALU_AUIPC      = 7'b0010111,    
    INSTR_OPCODE_LSU_LOAD       = 7'b0000011,    
    INSTR_OPCODE_LSU_STORE      = 7'b0100011,    
    INSTR_OPCODE_FENCE          = 7'b0001111,    
    INSTR_OPCODE_CSR            = 7'b1110011     
} instr_opcode_e;
typedef enum logic[3:0] {
    ALU_OP_ADD      = 4'b0000,
    ALU_OP_SUB      = 4'b1000,
    ALU_OP_SLL      = 4'b0001,
    ALU_OP_LT       = 4'b0010,
    ALU_OP_LTU      = 4'b0011,
    ALU_OP_XOR      = 4'b0100,
    ALU_OP_SRL      = 4'b0101,
    ALU_OP_SRA      = 4'b1101,
    ALU_OP_OR       = 4'b0110,
    ALU_OP_AND      = 4'b0111,
    ALU_OP_LUI      = 4'b1111,
    ALU_OP_AUIPC    = 4'b1110
} alu_op_e;
typedef enum logic[1:0] {
    MUL_OP_MUL      = 2'b00,
    MUL_OP_MULH     = 2'b01,
    MUL_OP_MULHSU   = 2'b10,
    MUL_OP_MULHU    = 2'b11
} mul_op_e;
typedef enum logic[1:0] {
    DIV_OP_DIV  = 2'b00,
    DIV_OP_DIVU = 2'b01,
    DIV_OP_REM  = 2'b10,
    DIV_OP_REMU = 2'b11
} div_op_e;
typedef enum logic[2:0] {
    IMM_TYPE_I  = 3'b000,
    IMM_TYPE_S  = 3'b001,
    IMM_TYPE_B  = 3'b010,
    IMM_TYPE_J  = 3'b011,
    IMM_TYPE_SH = 3'b100,
    IMM_TYPE_U  = 3'b101
} imm_type_e;
typedef enum logic[2:0] {
    BRANCH_OP_BEQ   = 3'b000,
    BRANCH_OP_BNE   = 3'b001,
    BRANCH_OP_BLT   = 3'b100,
    BRANCH_OP_BGE   = 3'b101,
    BRANCH_OP_BLTU  = 3'b110,
    BRANCH_OP_BGEU  = 3'b111
} branch_op_e;
typedef enum logic[2:0] {
    LOAD_OP_LB  = 3'b000,
    LOAD_OP_LH  = 3'b001,
    LOAD_OP_LW  = 3'b010,
    LOAD_OP_LBU = 3'b100,
    LOAD_OP_LHU = 3'b101
} load_op_e;
typedef enum logic[1:0] {
    STORE_OP_SB = 2'b00,
    STORE_OP_SH = 2'b01,
    STORE_OP_SW = 2'b10
} store_op_e;
typedef enum logic[2:0] {
    CSR_OP_RW   = 3'b001,
    CSR_OP_RS   = 3'b010,
    CSR_OP_RC   = 3'b011,
    CSR_OP_RWI  = 3'b101,
    CSR_OP_RSI  = 3'b110,
    CSR_OP_RCI  = 3'b111
} csr_op_e;
typedef enum logic[11:0] {
    CSR_REG_DCACHE_FLUSH    = 12'h3a0
} csr_reg_e;
typedef struct packed {
    logic       branch_taken;
    logic[29:0] branch_target;
} btp_info_t;
typedef struct packed {
    ifu_address_t                       fetched_pc;
    logic[ICACHE_NUM_WAYS-1:0]          valid_bits;
    icache_tag_t[ICACHE_NUM_WAYS-1:0]   tags_read;
} ift_ifd_inf_t;
typedef struct packed {
    logic                           cache_miss;
    logic                           resume_fetch;
    logic[ICACHE_NUM_WAYS-1:0]      update_tag_en;
    logic[ICACHE_NUM_SET_BITS-1:0]  update_tag_set;
    icache_tag_t                    update_tag;
} ifd_ift_inf_t;
typedef struct packed {
    logic[31:0] pc;
    logic[31:0] pc_inc;
    logic[31:0] instr;
} ifd_id_inf_t;
typedef struct packed {
    logic[REG_WIDTH-1:0]    a1;
    logic[REG_WIDTH-1:0]    a2;
    logic[REG_WIDTH-1:0]    rd;
    logic[31:0]             pc;
    logic[31:0]             pc_inc;
    logic[31:0]             imm_ext;
    logic                   register_write;
    logic                   branch, jal, jalr;
    branch_op_e             branch_op;
    btp_info_t              btp_info;
    logic                   result_src;
    logic                   mem_store;
    logic                   mem_load;
    logic                   icache_invalidate;
    logic                   dcache_flush;
    alu_op_e                alu_control;
    mul_op_e                mul_control;
    div_op_e                div_control;
    logic[2:0]              lsu_control;
    logic                   alu_src;
    exe_pipe_e              exe_pipe;
} id_ix_inf_t;
typedef struct packed {
    logic                   icache_invalidate;
    logic                   register_write;
    logic                   branch, jump;
    btp_info_t              btp_info;
    branch_op_e             branch_op;
    logic                   result_src;
    alu_op_e                alu_control;
    logic[REG_WIDTH-1:0]    rd;
    logic[31:0]             pc;
    logic[31:0]             pc_inc;
    logic[31:0]             pc_base;
    logic[31:0]             rs1;
    logic[31:0]             rs2;
    logic[31:0]             imm_ext;
} ix_alu_inf_t;
typedef struct packed {
    logic[REG_WIDTH-1:0]    rd;
    logic                   register_write;
    logic                   mem_store;
    logic                   mem_load;
    logic                   dcache_flush;
    logic[2:0]              lsu_control;
    logic[31:0]             write_data;
    logic[31:0]             rs1;
    logic[31:0]             imm_ext;
    logic[31:0]             pc;
} ix_lst_inf_t;
typedef struct packed {
    logic                               register_write;
    logic                               mem_store;
    logic                               mem_load;
    logic                               dcache_flush;
    logic                               cacheable_mem_access;
    logic                               unaligned_mem_access;
    logic[REG_WIDTH-1:0]                rd;
    lsu_address_t                       mem_addr;
    load_op_e                           mem_load_op;
    logic[3:0]                          write_strobe;
    logic[31:0]                         write_data;
    logic[31:0]                         pc;
    logic[31:0]                         dcache_flush_start_addr;
    logic[31:0]                         dcache_flush_end_addr;
    logic[DCACHE_NUM_WAYS-1:0]          valid_bits;
    dcache_tag_t[DCACHE_NUM_WAYS-1:0]   tags_read;
    logic                               io_rd_en;
    logic                               io_wr_en;
    logic[NUM_IO_CORES-1:0]             io_cs;
} lst_lsd_inf_t;
typedef struct packed {
    logic[DCACHE_NUM_WAYS-1:0]      update_tag_en;
    logic[DCACHE_NUM_SET_BITS-1:0]  update_tag_set;
    logic[DCACHE_NUM_SET_BITS-1:0]  evict_set;
    dcache_tag_t                    update_tag;
} lsd_lst_inf_t;
typedef struct packed {
    logic[REG_WIDTH-1:0]    rd;
    logic[31:0]             rs1;
    logic[31:0]             rs2;
    mul_op_e                mul_control;
} ix_mul_inf_t;
typedef struct packed {
    logic[REG_WIDTH-1:0]    rd;
    logic[31:0]             rs1;
    logic[31:0]             rs2;
    div_op_e                div_control;
} ix_div_inf_t;
typedef struct packed {
    logic                   do_branch;
    logic                   icache_invalidate;
    logic[31:0]             branch_target;
    logic[31:0]             control_flow_pc;
    logic                   register_write;
    logic[REG_WIDTH-1:0]    rd;
    logic[31:0]             exe_result;
} alu_wb_inf_t;
typedef struct packed {
    logic                   do_branch;
    logic[31:0]             control_flow_pc;
    logic                   register_write;
    logic                   unaligned_mem_access;
    logic[1:0]              load_selector;
    load_op_e               load_control;
    logic[REG_WIDTH-1:0]    rd;
    logic[31:0]             load_result;
    logic[31:0]             branch_target;
} lsd_wb_inf_t;
typedef struct packed {
    logic[4:0]  rd;
    logic[31:0] result;
} mul_wb_inf_t;
typedef struct packed {
    logic[4:0]  rd;
    logic[31:0] result;
} div_wb_inf_t;
typedef struct packed {
    logic                   wr_en;
    logic[REG_WIDTH-1:0]    rd;
    logic[31:0]             wr_data;
} wb_ix_inf_t;
endpackage
import defines::*;
module io_interconnect
(
    input logic                     clk, rst,
    input logic                     io_bus_m_rd_en,
    input logic                     io_bus_m_wr_en,
    input logic[NUM_IO_CORES-1:0]   io_bus_m_cs,
    input logic[31:0]               io_bus_m_address,
    input logic[31:0]               io_bus_m_wr_data,
    output logic[31:0]              io_bus_m_rd_data,
    input logic[31:0]               io_bus_timer_rd_data,
    input logic[31:0]               io_bus_uart_rd_data,
    output logic                    io_bus_s_rd_en,
    output logic                    io_bus_s_wr_en,
    output logic[NUM_IO_CORES-1:0]  io_bus_s_cs,
    output logic[31:0]              io_bus_s_address,
    output logic[31:0]              io_bus_s_wr_data
);
    logic[$clog2(NUM_IO_CORES)-1:0] cs_reg, cs_nxt;
    logic[31:0]                     cores_rd_data_array[NUM_IO_CORES-1:0];
    always_ff @(posedge clk) cs_reg <= cs_nxt;
    always_comb begin
        cs_nxt = '0;
        for (int index = 0; index < NUM_IO_CORES; index++) begin
            if (io_bus_m_cs[index])
                cs_nxt |= index[$clog2(NUM_IO_CORES)-1:0];
        end
    end
    assign cores_rd_data_array[0] = '0;  
    assign cores_rd_data_array[1] = io_bus_timer_rd_data;  
    assign cores_rd_data_array[2] = io_bus_uart_rd_data;  
    assign cores_rd_data_array[3] = '0;  
    assign io_bus_s_rd_en = io_bus_m_rd_en;
    assign io_bus_s_wr_en = io_bus_m_wr_en;
    assign io_bus_s_cs = io_bus_m_cs;
    assign io_bus_s_address = io_bus_m_address;
    assign io_bus_s_wr_data = io_bus_m_wr_data;
    assign io_bus_m_rd_data = cores_rd_data_array[cs_reg];
endmodule
--- flow/run.sh ---
#!/bin/bash
# OpenROAD 26Q1-2900-gdf79404cd8, Yosys 0.63+post, stock flow scripts
make -C /OpenROAD-flow-scripts/flow DESIGN_CONFIG=/design/flow/config.mk WORK_HOME=/design/flow/orfs finish
==> flow_summary.rst <==
Synthesis and place-and-route
=============================

.. list-table::
   :header-rows: 1

   * - Metric
     - Value
   * - Result of the run
     - completed
   * - Number of endpoints failing setup at the final stage
     - 0
   * - Compound Share, Synth
     - 0.245
   * - First-pass GRT wire length
     - 5950 um
   * - RSZ-0062 raised after global routing
     - false
   * - Critical Path Sink Type
     - primary output
   * - Power per standard cell area
     - 132 mW/mm^2
   * - Flops & latches, synth
     - 3
   * - Worst Setup Start Kind
     - input port
   * - Average cell area after synthesis
     - 7.78 sq um
   * - Height of the chip
     - 110 um
   * - Core area
     - 0.00781 sq mm
   * - Data required, critical path
     - 3840 ps
   * - Summed standard-cell area reported by yosys
     - 0.00117 sq mm
   * - Count of max-cap constraint violations
     - 0
   * - Post-layout minimum cycle time
     - 3130 ps
   * - Number of pins with negative max-slew slack in the final report
     - 0
   * - Vias/cell
     - 3.74
   * - Leftover overflow at the end of global routing
     - 0
   * - Routability-driven placement congestion ratio
     - 0.694
   * - Number of hold-repair buffers added at the cts stage
     - 0
   * - Max Fanout on Critical Path
     - 1
   * - Clock-pin slew on the worst setup and hold paths
     - 30 ps
   * - Worst Setup Slack post-DPL
     - 1640 ps
   * - Cell types with the largest area share after synthesis
     - buf_4 45%, a22o_1 24%, nor2b_1 17%
   * - Final hold vios
     - 0
   * - Number of CTS-inserted buffers
     - 3
   * - Dominant comb cell
     - buffers and inverters
   * - Maximum vdd ir drop
     - 0.155 mV
   * - Proportion of layout cells with a drive suffix above 1
     - 0.0391
   * - Area share of the largest cell type after synthesis
     - 0.447
   * - Cell variety after synth
     - 11
   * - Sum of negative setup slack
     - 0 ps
   * - Die Footprint
     - 0.0121 sq mm
   * - Number of iterations in the first detailed-routing pass
     - 4
   * - Final period utilization
     - 0.653
   * - Pin count of the biggest net entering global routing
     - 34
   * - Kind of path behind the tightest hold check
     - input port to register
   * - Number of design rule violations left after detail routing
     - 0
   * - Number of global-route vias before repair
     - 1116
   * - Area fraction in full adders, half adders and majority gates
     - 0
   * - Post-CTS setup buffers
     - 0
   * - Synth Area in Simple Gates
     - 0.187
   * - Port Buf Inserts
     - 102
   * - LEAKAGE
     - 0.668 nW
   * - Mux cell area share after synthesis
     - 0
   * - Cells after synthesis
     - 151
   * - Worst slew slack as a fraction of its limit
     - 0.475
   * - Share of the yosys chip area belonging to registers
     - 0.0511
   * - Max Root-Sink Buffers
     - 2
   * - Final HPWL DP
     - 3500 um
   * - Global Route Usage Sum
     - 0.0604
   * - Number of inserted filler cells in the final layout
     - 857
   * - Number of placement rows
     - 32
   * - Final core utilization
     - 0.228
   * - Horizontal die dimension
     - 110 um
   * - Transition at the pin with the smallest max-transition slack
     - 787 ps
   * - Max reg flops
     - 3
   * - Tool Warnings
     - 26
   * - Post-CTS Resized
     - 0
   * - Xor and xnor fraction of the mapped netlist area
     - 0
   * - Average routed wire per standard cell
     - 15.1 um
   * - Total of warnings raised by yosys
     - 2
   * - Synthesized area
     - 0.00117 sq mm
   * - Area growth from synthesis to layout
     - 51.3%
   * - Total cells reported by yosys after synthesis
     - 151
   * - Post-detailed-routing wire length
     - 4240 um
   * - PnR worst setup slack
     - 1670 ps
   * - CP arrival
     - 2170 ps
   * - Crit Path Class
     - input port to primary output
   * - Clock tree root driver cell
     - clkbuf_8
   * - CTS tree
     - built
   * - Post-synth top area cell
     - buf_4
   * - Top-Level Pins
     - 238
   * - Post-route ant nets
     - 0
   * - Vias
     - 1051
   * - Max Fclk
     - 0.319 GHz
   * - Number of DRC markers in iteration 0
     - 57
   * - Number of antenna violations at the first check in global routing
     - 0
   * - Floorplan utilization
     - 0.150
   * - CTS H-Tree Depth
     - 1
   * - ANT cells
     - 0
   * - Clock net sink count
     - 3
[metal layers]
layer,GRT usage,up-vias,routed length (um)
met3,0.0452,14,694
met4,0.0149,0,79
met5,0,-,0
met2,0.0944,95,1970
met1,0.0636,445,1490
li1,-,497,-
[cells by family after synthesis]
family | count (synthesis)
buf+inv | 80
simple gates | 35
compound gates | 33
flops | 3
[Yosys cell counts]
library cell and number:
nor2b_1 31, buf_6 5, buf_4 70, nor2_2 1
buf_2 5, a21o_1 1, a22o_1 32, nor3_1 1
dfxtp_1 3, nor3b_1 1, and2b_1 1
[where the power goes]
group / internal (mW) / switching (mW)
sequential: 0.0264 / 0.00319
clock: 0.0566 / 0.0160
combinational: 0.102 / 0.0299
total: 0.185 / 0.0491
[critical path: stages]
cell and delay, ps:
clkdlybuf4s50_1 450, nor2b_1 160, a22o_1 140, clkdlybuf4s50_1 450
[cells in the final DEF, fill, tap and decap left out]
master and instances:
clkdlybuf4s50_1 102, a22o_1 32, nor2b_1 31, clkbuf_8 3
dfxtp_1 2, buf_4 2, nor2_2 1, and2b_1 1
a21o_1 1, nor3_1 1, nor3b_1 1, clkbuf_1 1
dfxtp_2 1
[metrics by stage]
step / instance area (sq um) / hold slack (ps) / std cells / total power [mW]
floorplan: 1170 / 1030 / 151 / 0.0994
global placement: 1730 / 1590 / 277 / 0.163
detailed placement: 1730 / 1600 / 277 / 0.164
CTS: 1780 / 1390 / 281 / 0.239
global route: 1780 / 1410 / 281 / 0.250
finish: 1780 / 1390 / 281 / 0.234
[final timing paths]
path                  end  slack (ps)  depth (start not counted)                    start
max   io_bus_m_rd_data[4]        1670                          4  io_bus_timer_rd_data[4]
min             cs_reg[2]        1390                          2           io_bus_m_cs[1]
[layout make-up]
type / count / area [sq um] / area share
timing repair buffer: 104 / 1040 / 0.583
tap: 102 / 128 / 0.0718
clock buffer: 4 / 45.0 / 0.0253
multi-input combinational: 68 / 508 / 0.286
sequential: 3 / 61.3 / 0.0345
Power figures rest on the tool's default switching activity, not on a simulated workload.
