## run.sh

```bash
#!/bin/bash
# OpenROAD 26Q1-2900-gdf79404cd8, Yosys 0.63+post, stock flow scripts
make -C /OpenROAD-flow-scripts/flow DESIGN_CONFIG=/design/flow/config.mk WORK_HOME=/design/flow/orfs finish
```

## config.mk

```make
export PLATFORM = sky130hd
export DESIGN_NAME = bram_2r1w
export DESIGN_NICKNAME = bram_2r1w
export VERILOG_FILES = /design/flow/design.v
export SDC_FILE = /design/flow/constraint.sdc
export NUM_CORES = 4
export LEC_CHECK = 1
export CORE_UTILIZATION = 40
```

## constraint.sdc

```tcl
current_design bram_2r1w

set clk_period 2.7
set clk_io_pct 0.2

create_clock -name clk0 -period $clk_period [get_ports {clk}]

set non_clock_inputs [all_inputs -no_clocks]
set_input_delay [expr $clk_period * $clk_io_pct] -clock clk0 $non_clock_inputs
set_output_delay [expr $clk_period * $clk_io_pct] -clock clk0 [all_outputs]
```

## design.v

```verilog
module bram_1r1w
#
(
    parameter   ADDR_WIDTH  = 4,
    parameter   DATA_WIDTH  = 8,
    parameter   READ_BYPASS = 0,
    parameter   RAM_FILE    = ""
)
(
    input logic                     clk,
    input logic                     wr_en, rd_en,
    input logic[ADDR_WIDTH-1:0]     rd_addr, wr_addr,
    input logic[DATA_WIDTH-1:0]     wr_data,
    output logic[DATA_WIDTH-1:0]    rd_data
);
    logic                   data_hazard_reg;
    logic[DATA_WIDTH-1:0]   last_wr_data_reg;
    logic[DATA_WIDTH-1:0]   buffer[2**ADDR_WIDTH-1:0];
    logic[DATA_WIDTH-1:0]   data_reg;
    initial begin
        if (RAM_FILE != "")
            $readmemh(RAM_FILE, buffer, 0, 2**ADDR_WIDTH-1);
    end
    always_ff @(posedge clk) begin
        if (wr_en)
            buffer[wr_addr] <= wr_data;
    end
    always_ff @(posedge clk) begin
        if (rd_en)
            data_reg <= buffer[rd_addr];
    end
    always_ff @(posedge clk) data_hazard_reg <= rd_en && wr_en && (rd_addr == wr_addr);
    always_ff @(posedge clk) last_wr_data_reg <= wr_data;
    generate
        if (READ_BYPASS == 1)
            assign rd_data = data_hazard_reg ? last_wr_data_reg : data_reg;
        else
            assign rd_data = data_reg;
    endgenerate
endmodule
module bram_2r1w
#
(
    parameter   ADDR_WIDTH  = 4,
    parameter   DATA_WIDTH  = 8,
    parameter   READ_BYPASS = 0
)
(
    input logic                     clk,
    input logic                     wr_en, rd_en_a, rd_en_b,
    input logic[ADDR_WIDTH-1:0]     rd_addr_a, rd_addr_b, wr_addr,
    input logic[DATA_WIDTH-1:0]     wr_data,
    output logic[DATA_WIDTH-1:0]    rd_data_a, rd_data_b
);
    bram_1r1w #(.ADDR_WIDTH(ADDR_WIDTH), .DATA_WIDTH(DATA_WIDTH), .READ_BYPASS(READ_BYPASS)) bram_a(
        .clk(clk),
        .wr_en(wr_en),
        .rd_en(rd_en_a),
        .rd_addr(rd_addr_a),
        .wr_addr(wr_addr),
        .wr_data(wr_data),
        .rd_data(rd_data_a));
    bram_1r1w #(.ADDR_WIDTH(ADDR_WIDTH), .DATA_WIDTH(DATA_WIDTH), .READ_BYPASS(READ_BYPASS)) bram_b(
        .clk(clk),
        .wr_en(wr_en),
        .rd_en(rd_en_b),
        .rd_addr(rd_addr_b),
        .wr_addr(wr_addr),
        .wr_data(wr_data),
        .rd_data(rd_data_b));
endmodule
```

==> impl_metrics.yaml <==
# yosys + openroad results
run_status:
  outcome: "finished clean"
finish:
  final_cell_mix: "edfxtp_1, mux4_2, clkdlybuf4s50_1"
  regMostFlops: "bram_b.buffer"
  largest_reg_flops: 120
  final_cells: 603
  final_common_cell: "edfxtp_1"
  drive_gt1_share_pct: 24.9
  syn_to_final_growth_pct: 20.2
  utilization_pct: 49.2
  fillers: 1248
worst_hold_path:
  whs_path_depth: 3
  min_path_type: "flip-flop to flip-flop"
  min_from: "bram_b.buffer[4][3]$_DFFE_PP_"
detailed_routing:
  wirelength_um: 14200
  viasPerCell: 5.60
  drtIter0Drc: 215
  wl_per_cell_um: 23.5
  dr.pass1.iters: 4
  ant_nets: 0
  vias: 3376
  drc: 0
grt:
  grt_max_degree: 26
  antenna_found_initial: 1
  track_usage_pct: 20.2
  grt_pass1_vias: 3764
  grt_overflow: 0
  grt_pass1_wl_um: 21500
synth:
  avgSynthCellArea_um2: 21.1
  synthTopLogicFamily: "multiplexers"
  ys_sh_aoi_pct: 3.71
  ys_sh_xor_pct: 0
  yosysWarnings: 1
  ys_sh_simple_pct: 3.36
  ys_area_um2: 6480
  ys_sh_adder_pct: 0
  ys_cells: 307
  synthCells: 307
  ys_seq_share_pct: 66.7
  synth_cell_types: 20
  synth_area_um2: 6480
  synthMuxAreaShare_pct: 23.6
  ys.flops: 144
clock_tree:
  htree_num_levels: 4
  root_buffer: "clkbuf_16"
  cts_tree: "yes"
  ctsLongestPathBuffers: 2
  clock_sinks: 144
  hold_buffers: 0
  path_clk_slew_ns: 0.06
  cts_setup_buffers: 0
  post_cts_resize_count: 0
  numCtsBuffers: 17
  clock_latency_ns: 0.41
flow_run:
  warnings: 25
  cap_violations: 0
worst_setup_path:
  critPathLaunchType: "input port"
  reg2reg_depth: 3
  r2r_slack_ns: 1.10
  setup.worst_path.start: "rd_addr_a[1]"
  path_max_fanout: 21
  end_kind: "flip-flop"
  worst_ep_required_time_ns: 2.85
  r2r_start: "bram_b.buffer[9][4]$_DFFE_PP_"
  critPathKind: "input port to flip-flop"
  arrival_ns: 2.09
floorplan:
  fp-row-count: 46
  fp_util_pct: 41.0
  chipArea_um2: 16700
  core-area_um2: 15800
  io_pins: 40
  die_w_um: 129
  die_h_um: 129
sta:
  relSlewSlack_pct: 61.0
  fin_hold_ws_ns: 0.777
  fin_crit_ns: 1.94
  tightest_slew_ns: 0.584
  rsz0062_at_grt: "false"
  finalSetupTns_ns: 0
  worst_slack_ns: 0.762
  max_freq_mhz: 516
  hold_viol: 0
  finalSetupViolCount: 0
  finalMaxSlewViolations: 0
  skew_ns: 0.00614
  post-route-period-util_pct: 71.8
placed_design:
  dp_cells: 570
  place_congestion: 0.817
  post-place-ws_ns: 0.323
  io_buffers: 39
  hpwl_um: 9370
power:
  vdd_drop_max_mv: 0.414
  power.leakage_nw: 2.59
  pwr_density_cell_nw_per_um2: 655
==> worst paths after layout <==
| kind | end |
|---|---|
| hold reg to reg | bram_a.data_reg[3]$_DFFE_PP_ |
| setup / recovery | bram_a.data_reg[4]$_DFFE_PP_ |
| hold / removal | bram_a.data_reg[3]$_DFFE_PP_ |
| setup reg to reg | bram_b.data_reg[4]$_DFFE_PP_ |
==> synthesized netlist by cell type, drive strengths merged <==
master,count,area share (%)
edfxtp,144,67
mux4,64,24
a22oi,32,3.7
nand2,17,0.98
buf,14,1.7
nor2,14,0.81
clkdlybuf4s25,6,0.93
nor3,4,0.31
and2,2,0.19
and2b,2,0.23
nand2b,2,0.19
nand3b,2,0.23
nor2b,2,0.19
nand3,1,0.077
or3b,1,0.14
==> cell type report <==
cell class | count | area (µm²) | area share (%)
clock buffer | 23 | 448 | 5.75
sequential | 144 | 4320 | 55.5
antenna | 1 | 2.50 | 0.0321
tap | 216 | 270 | 3.47
clock inverter | 9 | 91.3 | 1.17
multi-input combinational | 143 | 1990 | 25.5
timing repair buffer | 67 | 666 | 8.55
==> stage by stage <==
stage	area, µm²	power, W
6_report	7790	0.00510
5_1_grt	7790	0.00527
4_1_cts	7790	0.00514
3_5_place_dp	7250	0.00301
3_3_place_gp	7250	0.00301
2_1_floorplan	6480	0.00281
==> worst max-delay path: stages <==
cell and delay, ns:
clkdlybuf4s50_1 0.56, buf_12 0.21, mux4_2 0.32, a22oi_1 0.37, nand2_1 0.08
==> power breakdown <==
group | switching (W) | internal [W] | total (W) | leakage [nW]
clock network | 0.000796 | 0.00134 | 0.00214 | 0.265
logic | 0.000190 | 0.000215 | 0.000406 | 1.01
registers | 0.0000248 | 0.00253 | 0.00256 | 1.32
==> routing by layer <==
| metal | up-vias | track usage (%) | routed length, µm |
|---|---|---|---|
| met5 | - | 0 | 0 |
| met4 | 0 | 3.32 | 187 |
| met3 | 15 | 11.8 | 1730 |
| met2 | 204 | 32.0 | 7320 |
| met1 | 1671 | 26.0 | 4920 |
| li1 | 1486 | - | - |
==> cell families (layout without fill, tap and decap cells) <==
family / after synthesis / in the layout
DFF: 144 / 144
muxes: 64 / 64
and+or+nand+nor: 47 / 47
AOI/OAI and AO/OA: 32 / 32
buffers and inverters: 20 / 99
other: 0 / 1
Power and IR drop assume default switching activity.
